### ./config.mk
export PLATFORM = sky130hd
export DESIGN_NAME = ULA
export DESIGN_NICKNAME = ULA
export VERILOG_FILES = /design/flow/design.v
export SDC_FILE = /design/flow/constraint.sdc
export NUM_CORES = 4
export LEC_CHECK = 1
export CORE_UTILIZATION = 50
### ./constraint.sdc
current_design ULA

set clk_period 2.9
set clk_io_pct 0.2

create_clock -name clk0 -period $clk_period

set non_clock_inputs [all_inputs -no_clocks]
set_input_delay [expr $clk_period * $clk_io_pct] -clock clk0 $non_clock_inputs
set_output_delay [expr $clk_period * $clk_io_pct] -clock clk0 [all_outputs]
### ./design.v
module ULA (
  input [3:0] codigo_controle,  
  input [31:0] operando_A,      
  input [31:0] operando_B,      
  output reg [31:0] resultado,  
  output reg zero_flag       
);
  always @(*) begin
	zero_flag = 0;
    case (codigo_controle)
      4'b0000:begin
		 resultado = operando_A + operando_B;    
	      	end
      4'b0001:begin
		 resultado = operando_A - operando_B;    
		end
      4'b0010:begin
		 resultado = operando_A & operando_B;    
		end
      4'b0011:begin 
		 resultado = operando_A | operando_B;    
		end
      4'b0100:begin
		resultado = (operando_A[31] == 1 && operando_B[31] == 0) ? 1 :		 
           	(operando_A[31] == 0 && operando_B[31] == 1) ? 0 :
           	(operando_A < operando_B) ? 1 : 0;
		end
      4'b0101:begin 
		 resultado = operando_A ^ operando_B;    
		end
      4'b0110:begin
		 resultado = ~(operando_A | operando_B);  
		end
      4'b0111:begin
		 resultado = operando_A << operando_B;   
		end
      4'b1000:begin
		 resultado = operando_A >> operando_B;   
		end
      4'b1001:begin
		 resultado = operando_A >> operando_B;  
		end
      4'b1010:begin
		 resultado = (operando_A < operando_B) ? 1'b1 : 1'b0;  
		end
      4'b1011:begin
		 zero_flag = 1'b1;                
		end
      4'b1100:begin
		 resultado = 0;
		zero_flag = (operando_A == operando_B) ? 1'b1: 1'b0;  
		end
      4'b1101:begin
		 zero_flag = 1'b1;                
    		end
       4'b1110:begin
		 zero_flag = (operando_A != operando_B) ? 1'b1 : 1'b0;	 
		end
      4'b1111:begin
		 resultado = {operando_A[15:0], 16'b0}; 
		end
      default:begin
		 resultado = 32'bz;   
		end
    endcase
  end
endmodule
### ./run.sh
#!/bin/bash
# OpenROAD 26Q1-2900-gdf79404cd8, Yosys 0.63+post, stock flow scripts
make -C /OpenROAD-flow-scripts/flow DESIGN_CONFIG=/design/flow/config.mk WORK_HOME=/design/flow/orfs finish
==> flow_summary.ini <==
; generated from flow reports
[synthesis]
syn_inst = 1383
yosys_area_mm2 = 0.00963
yosys_warnings = 2
area_leaders = ha_1 (13%), mux4_2 (8.0%), a21oi_1 (6.6%)
ys_cells = 1383
syn_area_per_cell_um2 = 6.96
synth_flops = 32
synth_area_mm2 = 0.00963
synth_cell_types = 88
flop_cell = dlxtn_1
synth-edff-count = 0
synth_top_area_share_pct = 12.6
synthArstFlopShare_pct = 0
netlist.top_cell.by_area = ha_1

[run]
log.warning_count = 100
drv_cap = 0

[finish]
drive_gt1_share_pct = 23.6
instances_no_fill = 1783
largest_reg_flops = 32
design_area_mm2 = 0.0124
area.growth.synth_to_final_pct = 28.4
fillCellCount = 1594

[floorplanning]
fp-utilization_pct = 51.3
row_count = 50
io-pin-count = 101
core-area_mm2 = 0.0188
die-area_mm2 = 0.0198
dieWidth_um = 141
die_y_um = 141

[timing]
period_needed_ps = 2870
fmax_mhz = 348
rsz0062_at_grt = true
setup_violations = 0
worstMarginPinSlew_ps = 914
drv_slew = 0
untimed_endpoints = 64
unclocked_pins = 32
setup-tns-final_ps = 0
slew_headroom_pct = 38.5
finalCritPeriodShare_pct = 99.0
finalHoldViolCount = 0

[critical_path]
crit_path_start_kind = primary input
worstPathMaxFanout = 2
cp_data_arrival_time_ps = 2290
end_kind = output port
required_ps = 2320
crit_type = in -> out

[global_route]
grt_pass1_wl_mm = 71.1
first_global_vias = 11500
antenna_found_initial = 2
gr-total-overflow = 0
grtUsageTotal_pct = 49.5
grt_max_degree = 70

[drt]
ant_nets = 0
drc = 0
dr.pass1.iters = 8
wire_per_inst_um = 27.5
antennaDiodeCount = 0
drt_iter0_drc = 1535
vias = 12600
wl_mm = 49.0
viasPerCell = 7.07

[place]
dpl_cell_area_mm2 = 0.0117
dp_cells = 1776
io_buffers = 101
gp_congestion = 1.12
hpwl_mm = 36.9

[pwr]
p_per_area_mw_per_mm2 = 182
leakage_nw = 5.49
ir_drop_v = 0.000135
power.total_mw = 2.26

[run_status]
outcome = completed

[min_path]
hp-class = in -> out
[metal layers]
layer  global-route usage (%)  vias up  routed length (um)  part of all wire, %
met5                     2.26        -                  58                 0.12
met3                     16.7      240                7150                   15
met2                     72.0     1030               20100                   41
met4                     31.6        2                4000                  8.2
li1                         -     5537                   -                    -
met1                     63.0     5799               17700                   36
[cell families after synthesis]
kind of cell    synth area share (%)
compound gates                  35.5
simple gates                    21.8
buf+inv                         9.21
fa+ha+maj                       13.0
mux                             14.7
latches                         4.99
xor+xnor                       0.637
[Yosys cell counts (7+ instances only)]
| cell type | count |
|---|---|
| inv_1 | 88 |
| a22oi_1 | 10 |
| clkbuf_1 | 69 |
| o21ai_0 | 64 |
| a222oi_1 | 10 |
| a221o_1 | 13 |
| o22ai_1 | 20 |
| ha_1 | 97 |
| nand2b_1 | 15 |
| nor4_1 | 16 |
| o21ai_1 | 19 |
| a21o_1 | 10 |
| or3_1 | 9 |
| and2_1 | 10 |
| nor3_1 | 35 |
| o31ai_1 | 8 |
| xnor2_1 | 7 |
| nand2_1 | 125 |
| dlxtn_1 | 32 |
| mux2i_1 | 53 |
| mux2_2 | 10 |
| nand3_1 | 28 |
| a211oi_1 | 28 |
| nor2_1 | 144 |
| o21a_1 | 8 |
| a221oi_1 | 28 |
| o21bai_1 | 16 |
| a31oi_1 | 24 |
| o211ai_1 | 33 |
| nor2b_1 | 12 |
| and3_1 | 16 |
| buf_1 | 8 |
| a21oi_1 | 127 |
| mux4_2 | 34 |
| buf_4 | 7 |
| buf_2 | 25 |
[layout by cell type (no fill, tap or decap), types with 32 or more instances in the layout]
| cell type | synthesis | routed |
|---|---|---|
| o211ai_1 | 33 | 33 |
| dlymetal6s2s_1 | 0 | 49 |
| nor3_1 | 35 | 32 |
| o21ai_0 | 64 | 64 |
| mux4_2 | 34 | 34 |
| clkdlybuf4s50_1 | 0 | 38 |
| nand2_1 | 125 | 123 |
| inv_1 | 88 | 43 |
| ha_1 | 97 | 69 |
| nor2_1 | 144 | 138 |
| buf_4 | 7 | 181 |
| mux2i_1 | 53 | 53 |
| inv_2 | 3 | 46 |
| a21oi_1 | 127 | 125 |
| dlxtn_1 | 32 | 32 |
[report_power, final]
part           leakage [nW]  switching, mW  internal [mW]  total (mW)
Clock                     0              0              0           0
Combinational          5.24           1.30          0.894        2.20
Sequential            0.256        0.00414         0.0541      0.0582
[repair_timing]
item	in CTS	in global routing
gates resized	25	166
setup buffers	0	7
endpoints found under the hold margin	0	0
endpoints found under the setup margin	1	1
hold buffers	0	0
pin swaps	3	22
[worst max-delay path, cell delays in order]
cell and delay, ps:
buf_8 110, inv_8 60, ha_4 200, or4_4 570, nor3_4 210, a41oi_4 140, nor3_2 160, a21oi_2 50
nor2b_1 110, clkbuf_2 100
[area by class of cell]
cell class                      count  area (um2)  area share [%]
Tap cell                          234         293            2.37
Timing Repair Buffer              281        2450            19.8
Inverter                           94         372            3.00
Multi-Input combinational cell   1142        8770            70.9
Sequential cell                    32         480            3.89
[worst paths after layout]
path	start	cells past startpoint	slack, ps	endpoint
setup / recovery	operando_B[5]	10	30	zero_flag
hold / removal	codigo_controle[3]	3	1810	zero_flag
[through the flow]
| stage | hold WS, ps | setup slack (ps) | utilization (%) |
|---|---|---|---|
| detailed placement | 2100 | -1000 | 62.5 |
| global route | 1850 | -76.9 | 65.9 |
| global placement | 2110 | -982 | 62.5 |
| floorplan | 1440 | 19.6 | - |
| finish | 1810 | 29.0 | 65.9 |
| CTS | 2110 | -713 | 63.0 |
No activity file was given, so power comes from the tool's default toggle rates.
