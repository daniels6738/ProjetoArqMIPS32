<file path="design/flow/run.sh">
#!/bin/bash
# OpenROAD 26Q1-2900-gdf79404cd8, Yosys 0.63+post, stock flow scripts
make -C /OpenROAD-flow-scripts/flow DESIGN_CONFIG=/design/flow/config.mk WORK_HOME=/design/flow/orfs finish
</file>
<file path="design/flow/config.mk">
export PLATFORM = sky130hd
export DESIGN_NAME = regfile
export DESIGN_NICKNAME = regfile
export VERILOG_FILES = /design/flow/design.v
export SDC_FILE = /design/flow/constraint.sdc
export NUM_CORES = 4
export LEC_CHECK = 1
export CORE_UTILIZATION = 40
</file>
<file path="design/flow/constraint.sdc">
current_design regfile

set clk_period 11.5
set clk_io_pct 0.2

create_clock -name clk0 -period $clk_period [get_ports {clk}]

set non_clock_inputs [all_inputs -no_clocks]
set_input_delay [expr $clk_period * $clk_io_pct] -clock clk0 $non_clock_inputs
set_output_delay [expr $clk_period * $clk_io_pct] -clock clk0 [all_outputs]
</file>
<file path="design/flow/design.v">
module regfile(
input wire [4:0] ReadAddr1,
input wire [4:0] ReadAddr2,
output reg [31:0] ReadData1,
output reg [31:0] ReadData2,
input wire clk,
input wire [4:0] WriteAddr,
input wire [31:0] WriteData,
input wire RegWrite,
input wire Reset
);
reg [31:0] regMem [0:31];
initial begin
regMem[0] = 32'b0;
end
integer i;
always @(posedge clk or posedge Reset)
	begin
	if(Reset == 1)
		begin
			for(i = 0; i < 32; i = i + 1) begin
			regMem[i] = 0;
			end
		end
	else if(RegWrite == 1 && WriteAddr != 0) begin
		regMem[WriteAddr] = WriteData;
		end
	end
always @(ReadAddr1 or ReadAddr2) begin
	ReadData1 = regMem[ReadAddr1];
	ReadData2 = regMem[ReadAddr2];
	end
endmodule
</file>
==> flow_summary.toml <==
# synthesis and place-and-route metrics
[status]
status = "finished, final reports clean"

[floorplanning]
initCoreUtil_pct = 40.6
coreArea_um2 = 124000
chip_area_um2 = 127000
die-width_um = 357
ios = 114
rows = 129
die_height_um = 357

[clock_tree]
cts_max_path_buffers = 3
numCtsBuffers = 112
cts_resized = 0
htreeDepth = 3
cts_root_buf = "clkbuf_16"
postCtsSetupRepairBufs = 0
numClockSinks = 1024
ctsHoldBuffers = 0
cts_tree = "done"
path_clk_slew_ps = 60
clk_latency_ps = 710

[yosys]
largest_area_cell = "dfrtp_1"
top_area_share_pct = 50.8
topCellsByArea = "dfrtp_1, mux2_2, a22oi_1, nand2_1, clkbuf_1"
ys_seq_share_pct = 50.8
synth.cell_area_um2 = 50400
synthCells = 4288
synth_dominant_cell_count = "dfrtp_1"
synthTopCellsByCount = "dfrtp_1, mux2_2, a22oi_1, nand2_1, clkbuf_1"
synthDistinctLibCells = 61
synth-edff-count = 0
yosysCellCount = 4288
synthFlopType = "dfrtp_1"
yosysWarnings = 2
synth_flops = 1024
async_flop_share_pct = 100
ys_chip_area_um2 = 50400
synth_area_per_cell_um2 = 11.8

[critical_path]
path_cells = "clkdlybuf4s50_1, or3b_2, nor2_4, buf_4, a22oi_1, o21ai_0, nor4_1, a21oi_1, clkdlybuf4s50_1"
crit_top_cell = "clkdlybuf4s50_1"
start_kind = "primary input"
slowest_delay_ps = 880
cp.arrival_ps = 7100
slowest_stage = "clkdlybuf4s50_1"
cp_top_family = "buffers and inverters"
critPathKind = "primary input to output pin"
cp.required_ps = 9200
worst-path-buf-inv = 3
endpoint_kind = "output pin"
cp_max_fo = 22

[global_route]
grt_pass1_vias = 42200
grt_antenna_before_repair = 9
grt_overflow = 0
track_usage_pct = 40.6
grt_max_degree = 125
grt_pass1_wl_mm = 343

[sta]
fin_skew_ps = 0
worst_pin_slew_ps = 1330
drv_slew = 0
setup_violations = 0
fin_crit_sh_pct = 81.7
fin_crit_ps = 9400
fmax_mhz = 106
rsz0062_at_grt = "false"
slew_headroom_pct = 10.8
hold_viol = 0

[place]
place.gp.congestion = 1.05
dp_hpwl_mm = 145
dp_cells = 5773
io_buffers = 113

[job]
drv.max_cap_violation_count = 0
warnings = 42

[min_path]
hold_path.class = "flop to flop"

[routing]
via_per_inst = 7.17
first_pass_iters = 9
vias = 42900
routed_wl_mm = 248
ant_nets = 0
wl_per_cell_um = 41.5
drtIter0Drc = 5661
drc = 0

[power]
powerDensity_nw_per_um2 = 176
p_leak_nw = 25.2
vdd_drop_max_mv = 0.143

[layout]
fin_cells = 5990
fill_cells = 11100
layout-drive-gt1-share_pct = 34.1
final_core_util_pct = 46.4
largest_reg_flops = 1024
area_growth_pct = 14.3
## where the power goes
| part | internal [mW] | total (mW) | switching (mW) |
|---|---|---|---|
| registers | 4.28 | 5.00 | 0.718 |
| clock network | 2.22 | 3.81 | 1.59 |
| logic | 0.732 | 1.35 | 0.621 |
| total | 7.23 | 10.2 | 2.93 |
## stage by stage
| step | setup TNS, ps | total power, mW | setup slack [ps] | cell area, um^2 | hold WS [ps] |
|---|---|---|---|---|---|
| after CTS | 0 | 10.1 | 2370 | 57600 | 405 |
| final | 0 | 10.2 | 2100 | 57600 | 403 |
| after detailed placement | 0 | 6.34 | 2380 | 53800 | 390 |
| after floorplan | -5031870 | 5.63 | -4910 | 50400 | 451 |
| after global routing | 0 | 10.5 | 2270 | 57600 | 407 |
| after global placement | 0 | 6.32 | 2410 | 53800 | 389 |
## path summary, 6_finish.rpt
check / startpoint / to / slack, ps / cells after the start
min: regMem[0][10]$_DFFE_PP0P_ / regMem[0][10]$_DFFE_PP0P_ / 400 / 0
min in group asynchronous: Reset / regMem[24][0]$_DFFE_PP0P_ / 2040 / 2
max in group asynchronous: Reset / regMem[8][16]$_DFFE_PP0P_ / 6760 / 5
max: ReadAddr2[2] / ReadData2[16] / 2100 / 9
min reg2reg: regMem[0][10]$_DFFE_PP0P_ / regMem[0][10]$_DFFE_PP0P_ / 400 / 0
max reg2reg: regMem[19][29]$_DFFE_PP0P_ / regMem[19][29]$_DFFE_PP0P_ / 10510 / 1
## layer usage
metal | GRT usage (%) | vias to the layer above | wire [um]
met5 | 0.259 | - | 201
met4 | 20.9 | 16 | 18300
met3 | 26.7 | 1283 | 44500
met2 | 53.2 | 3905 | 98200
met1 | 51.7 | 21400 | 87100
li1 | - | 16300 | -
## cells by family (layout without fill, tap and decap cells)
logic type      Yosys count  in the layout  share of synthesized area, %
compound gates         1078           1078                          16.0
buf+inv                 458            512                          3.85
other cells               0             11                             0
simple gates            722            722                          6.89
flops                  1024           1024                          50.8
mux                    1006           1006                          22.5
## final cells by class
cell class                      count  area (um^2)  area share, %
Multi-Input combinational cell   2806        23500           40.8
Timing Repair Buffer              300         2560           4.44
Clock inverter                     51          597           1.04
Antenna cell                       11         27.5         0.0478
Tap cell                         1637         2050           3.55
Clock buffer                      155         3250           5.64
Inverter                            6         26.3         0.0456
Sequential cell                  1024        25600           44.5
## placed cells by master (no fill, tap or decap), types with 10 or more instances in the layout
cell type / n
nand2b_1: 14
clkbuf_8: 22
a22o_1: 32
nor3_1: 48
a222oi_1: 13
nor2_1: 72
nand4_1: 97
o21ai_0: 15
bufinv_16: 11
nand3_1: 40
o32a_1: 21
diode_2: 11
clkbuf_1: 18
a22oi_1: 852
mux2_2: 994
buf_4: 184
a221oi_1: 30
a21oi_1: 73
clkdlybuf4s50_1: 110
clkinvlp_4: 10
clkbuf_16: 115
nand2_1: 256
nor2_4: 75
clkinv_2: 20
dfrtp_1: 1024
nor4_1: 35
Power figures rest on the tool's default switching activity, not on a simulated workload.
